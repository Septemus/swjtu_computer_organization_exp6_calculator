$ cat ./run.sh
#!/bin/bash
# OpenROAD 26Q1-2900-gdf79404cd8, Yosys 0.63+post, stock flow scripts
make -C /OpenROAD-flow-scripts/flow DESIGN_CONFIG=/design/flow/config.mk WORK_HOME=/design/flow/orfs finish
$ cat ./config.mk
export PLATFORM = sky130hd
export DESIGN_NAME = keymodule
export DESIGN_NICKNAME = keymodule
export VERILOG_FILES = /design/flow/design.v
export SDC_FILE = /design/flow/constraint.sdc
export NUM_CORES = 4
export LEC_CHECK = 1
export CORE_UTILIZATION = 50
$ cat ./constraint.sdc
current_design keymodule

set clk_period 8.8
set clk_io_pct 0.2

create_clock -name clk0 -period $clk_period [get_ports {clk}]

set non_clock_inputs [all_inputs -no_clocks]
set_input_delay [expr $clk_period * $clk_io_pct] -clock clk0 $non_clock_inputs
set_output_delay [expr $clk_period * $clk_io_pct] -clock clk0 [all_outputs]
$ cat ./design.v
module keymodule(
	input clk,
	input [3:0] KEY_R,
	output reg[3:0] KEY_C = 4'b0111,
	output reg[7:0] out= 8'hxx,
	input key_clr
);
	reg [1:0] cnt = 2'b0;
	reg[4:0] num=5'd16;
	reg[31:0] count_num=32'b1;
always  @(posedge clk)
begin
		if(!key_clr)
		begin
			out<=16'h0000;
		end
		else
		begin
			cnt = cnt + 1'b1;
			case (cnt)
				2'b00:	KEY_C <= 4'b1110;
				2'b01:	KEY_C <= 4'b1101;
				2'b10:	KEY_C <= 4'b1011;
				2'b11:	KEY_C <= 4'b0111;         
			endcase
			if(KEY_R==4'b1111)
			begin
				num=5'd16;
			end
			else 
			begin 
				  case ({KEY_C, KEY_R})
					 8'b1011_1110: num = 5'd0;
					 8'b0111_0111: num = 5'd1;
					 8'b1011_0111: num = 5'd2;
					 8'b1101_0111: num = 5'd3;
					 8'b0111_1011: num = 5'd4;
					 8'b1011_1011: num = 5'd5;
					 8'b1101_1011: num = 5'd6;
					 8'b0111_1101: num = 5'd7;  
					 8'b1011_1101: num = 5'd8;
					 8'b1101_1101: num = 5'd9;
					 8'b1110_0111: num = 5'd10;
					 8'b1110_1011: num = 5'd11;  
					 8'b1110_1101: num = 5'd12;
					 8'b1110_1110: num = 5'd13;
					 8'b0111_1110: num = 5'd14;
					 8'b1101_1110: num = 5'd15;  
				  endcase
			end
			begin
				if(num == 5'b1_0000)
					begin
						if(count_num == 32'b0)begin
							count_num = 32'd100001;end
						count_num = count_num + 1'b1;
					end
				else if(count_num > 32'd100000)
					begin
						count_num = 32'b1;
						begin
						out=out<<4;
						out[3:0] = num[3:0];
						end
					end
			end
			end
end
endmodule   
==> impl_metrics.json <==
{
  "status": "finished, final reports clean",
  "clock_latency_ns": 0.31,
  "grt_first_pass_wirelength_um": 9440,
  "layout_top_cell": "edfxtp_1",
  "slew_margin_rel": 0.587,
  "cts-buffers-inserted": 5,
  "stage_log_warnings": 29,
  "timing.setup.tns_ns": 0,
  "initial_core_util": 0.530,
  "drc": 0,
  "synthArstFlopShare": 0,
  "post_cts_resize_count": 0,
  "worst_hold_slack_ns": 0.466,
  "min_delay_startpoint": "out[4]",
  "combGateArea_um2": 1420,
  "pin_count_of_the_biggest_net_entering_global_routing": 33,
  "clock_path_buffers": 2,
  "worst-slew-pin-transition_ns": 0.614,
  "drtAntennaViolNets": 0,
  "min_path_type": "flop to flop",
  "setup-violations-final": 0,
  "drt-wirelength-per-cell_um": 13.9,
  "worst_ir_drop_vdd_v": 0.0000957,
  "post_synthesis_instance_area_um2": 2970,
  "synth_cell_type_count": 48,
  "post_cts_buffers": 0,
  "cp_data_required_time_ns": 8.77,
  "grt_use_met2": 0.282,
  "layout.filler_cells": 486,
  "cts.sink_count": 51,
  "cp-end-kind": "flop",
  "path_class": "input port to flop",
  "timing.fmax_mhz": 230,
  "postSynth.topFlopCell": "edfxtp_1",
  "ctsHtreeMaxLevel": 2,
  "flop_area_um2": 1450,
  "portBuffers": 17,
  "antenna_found_initial": 0,
  "avg_inst_size_synth_um2": 9.91,
  "period_utilisation_layout": 0.494,
  "chipHeight_um": 79.1,
  "cp_cell_sequence": "clkdlybuf4s50_1 > nand2_1 > nor4_1 > nor2_1 > and2_1 > a31oi_2 > a21o_1 > o21a_1 > buf_4",
  "yosys-stat-cells": 300,
  "antenna_cells": 0,
  "synthToLayoutAreaGrowth_pct": 10.9,
  "place.detailed.hpwl_um": 3690,
  "first_global_vias": 2049,
  "holdBufCountCts": 0,
  "drv_slew": 0,
  "hold_viol_final": 0,
  "post_synth_inst_count": 300,
  "critical-path-max-stage-delay_ns": 0.62,
  "startpoint_type": "input port",
  "timing.rr.start": "count_num[21]",
  "fp.dieW_um": 79.1,
  "clkSlewWorstSetupHoldPaths_ns": 0.11,
  "skew_ns": 0.0108,
  "cpMaxStageDelayCell": "clkdlybuf4s50_1",
  "ys_warn_count": 1,
  "tritoncts": "built",
  "rsz_0062_raised_after_global_routing": "false",
  "synth-edff-count": 43,
  "drtIter0Drc": 107,
  "grt.met1_usage": 0.360,
  "gr_busiest_metal": "met1",
  "chipArea_um2": 6260,
  "place_congestion": 0.858,
  "crit_path_start": "KEY_R[2]",
  "placementRows": 27,
  "coreArea_um2": 5610,
  "clock-root-buffer": "clkbuf_8",
  "ys_seq_frac": 0.488,
  "grtUsageTotal": 0.199,
  "ys.flops": 51,
  "p_leak_uw": 0.00112,
  "via_per_inst": 5.60,
  "drive_above_1_share": 0.0791,
  "cp_max_fo": 32,
  "worstPathArrival_ns": 4.31,
  "dr_total_vias": 2171,
  "total_global_routing_overflow": 0,
  "routed_wirelength_um": 5400,
  "power.density_cell_area_nw_per_um2": 150,
  "maxCapViolCount": 0,
  "worst_reg_to_reg_setup_slack_ns": 5.30,
  "layout_top_cells": "edfxtp_1, nor2_1, nand2_1",
  "layout_min_cycle_time_ns": 4.34,
  "synth_chip_area_um2": 2970,
  "ios": 18,
  "met3_usage": 0.0327,
  "drt_first_pass_iters": 4
}
[cell families (layout without fill, tap and decap cells)]
| family | count (synthesis) | in the layout | synth area share |
|---|---|---|---|
| multiplexers | 5 | 5 | 0.0168 |
| AND/OR/NAND/NOR | 148 | 148 | 0.258 |
| AND-OR/OR-AND | 36 | 36 | 0.0883 |
| XOR/XNOR | 31 | 31 | 0.0913 |
| adder cells (fa/ha/maj) | 5 | 5 | 0.0210 |
| flip-flops | 51 | 51 | 0.488 |
| buffers and inverters | 24 | 40 | 0.0366 |
[cells in the mapped netlist, types with 2 or more instances]
cell type,instances,share of area
a211o_1,2,0.0059
a211oi_1,2,0.0050
a21oi_1,7,0.012
a311oi_1,2,0.0059
and2_1,4,0.0084
and3_1,5,0.011
and3_2,2,0.0050
buf_2,9,0.015
clkbuf_1,2,0.0025
dfxtp_1,8,0.054
edfxtp_1,43,0.43
ha_1,5,0.021
inv_1,12,0.015
mux2i_1,5,0.017
nand2_1,28,0.035
nand2b_1,2,0.0042
nand3_1,13,0.022
nand3b_1,2,0.0050
nand4_1,7,0.015
nand4b_1,7,0.021
nor2_1,42,0.053
nor2_2,2,0.0042
nor2b_1,2,0.0042
nor3_1,14,0.024
nor4_1,11,0.023
o21a_1,2,0.0050
o21ai_0,9,0.015
or2_2,2,0.0042
xnor2_1,21,0.062
xor2_1,10,0.029
[report_power, final]
part	switching [µW]	leakage, µW	internal, µW
Clock	86.5	0.0000519	60.5
Sequential	15.4	0.000498	278
Combinational	27.4	0.000574	27.3
[worst max-delay path, delay by kind of cell]
family,cells,cell delay (ns)
and+or+nand+nor,4,0.90
buffers and inverters,2,0.99
AOI/OAI and AO/OA,3,0.64
[per-layer routing]
| metal | part of all wire | wire (µm) | vias to the layer above |
|---|---|---|---|
| li1 | - | - | 1114 |
| met5 | 0 | 0 | - |
| met2 | 0.41 | 2240 | 40 |
| met4 | 0.012 | 67 | 0 |
| met3 | 0.048 | 261 | 7 |
| met1 | 0.52 | 2830 | 1010 |
[per-stage QoR]
stage,setup slack [ns],std cells,area (µm²),power (µW),utilization
global placement,4.21,380,3200,354,0.570
floorplan,4.51,300,2970,333,-
detailed placement,4.14,380,3200,354,0.570
finish,4.46,388,3300,496,0.588
CTS,4.47,388,3300,502,0.588
global route,4.21,388,3300,518,0.588
[area by class of cell]
cell class / count / share of cell area
repair buffers: 20 / 0.0584
well taps: 72 / 0.0273
flip-flops and latches: 51 / 0.440
inverters: 12 / 0.0137
multi-input cells: 225 / 0.430
clock inverters: 3 / 0.0102
clock buffers: 5 / 0.0209
[path summary, 6_finish.rpt]
check,cells past startpoint,end
worst min-delay path,2,out[4]
worst max-delay path,9,count_num[2]
worst min register to register,2,out[4]
worst max register to register,11,count_num[26]
[registers in the layout (all words and copies together), names as in the netlist]
register   flops
KEY_C          4
cnt            2
count_num     32
num            5
out            8
Power figures rest on the tool's default switching activity, not on a simulated workload.
