==> /design/flow/design.v <==
module count_second(input clk,output reg[31:0] second_counter=32'h0000_0000);
always@(negedge clk)
	begin
		if(second_counter==32'd100000)
		second_counter <= 0;
		else 
		second_counter<=second_counter+1;
	end
endmodule
module exp5(
	input clk,
	input [1:0]RA,
	input wr,
	input rd,
	input [1:0]M,
	input clr,
	input [7:0] key_out,
	input [7:0] res_alu,
	output [7:0] R0,
	output [7:0] R1,
	output [7:0] R2,
	output [7:0] R3,
	output [7:0] PC
);
	wire [7:0] DATA_INPUT;
	assign DATA_INPUT=key_out;
	wire [31:0]second_counter;
	wire [7:0] X,Y;
	count_second cs (clk,second_counter);
	pc_function pf  (clk,clr,second_counter,DATA_INPUT,M,PC,Y,res_alu);
	reg_function rf (clk,wr,rd,RA,DATA_INPUT,R0,R1,R2,R3,X,res_alu);
endmodule
module pc_function(input clk,input clr,input [31:0]second_counter,input [7:0]DATA_INPUT,input [1:0]M,output reg[7:0]PC,output reg[7:0] Y
,input [7:0] res_alu
);
always@(negedge clk or negedge clr)
	begin
		if(!clr)
		begin
			PC<=8'h00;
		end
		else if(!clk)
		begin
			case(M)
				2'b00:
				begin 
					if(!second_counter) PC<=PC+1;
				end
				2'b01:
				begin 
					if(!second_counter) PC<=PC-1;
				end
				2'b10:
					begin
						PC<=DATA_INPUT;
					end
				2'b11:
					begin 
						PC<=res_alu;
					end
			endcase
			Y<=PC;		
		end
	end
endmodule
module reg_function(
	input clk,
	input wr,
	input rd,
	input [1:0] RA,
	input [7:0] DATA_INPUT,
	output reg[7:0]R0,
	output reg[7:0]R1,
	output reg[7:0]R2,
	output reg[7:0]R3,
	output reg[7:0]X,
	input [7:0] res_alu
);
always@(negedge clk)
	begin
		case(RA)
				2'b00:
				begin
					X<=R0;
					if(wr==0&&rd==1)
					begin
						R0<=DATA_INPUT;
					end
					else if(wr==1&&rd==1)
					begin
						R0<=res_alu;
					end
				end
				2'b01:
				begin
					X<=R1;
					if(wr==0&&rd==1)
					begin
						R1<=DATA_INPUT;
					end
					else if(wr==1&&rd==1)
					begin
						R1<=res_alu;
					end
				end
				2'b10:
				begin
					X<=R2;
					if(wr==0&&rd==1)
					begin
						R2<=DATA_INPUT;
					end
					else if(wr==1&&rd==1)
					begin
						R2<=res_alu;
					end
				end
				2'b11:
				begin
					X<=R3;
					if(wr==0&&rd==1)
					begin
						R3<=DATA_INPUT;
					end
					else if(wr==1&&rd==1)
					begin
						R3<=res_alu;
					end
				end
			endcase
	end
	endmodule
==> /design/flow/run.sh <==
#!/bin/bash
# OpenROAD 26Q1-2900-gdf79404cd8, Yosys 0.63+post, stock flow scripts
make -C /OpenROAD-flow-scripts/flow DESIGN_CONFIG=/design/flow/config.mk WORK_HOME=/design/flow/orfs finish
==> /design/flow/config.mk <==
export PLATFORM = sky130hd
export DESIGN_NAME = exp5
export DESIGN_NICKNAME = exp5
export VERILOG_FILES = /design/flow/design.v
export SDC_FILE = /design/flow/constraint.sdc
export NUM_CORES = 4
export LEC_CHECK = 1
export CORE_UTILIZATION = 50
==> /design/flow/constraint.sdc <==
current_design exp5

set clk_period 7.3
set clk_io_pct 0.2

create_clock -name clk0 -period $clk_period [get_ports {clk}]

set non_clock_inputs [all_inputs -no_clocks]
set_input_delay [expr $clk_period * $clk_io_pct] -clock clk0 $non_clock_inputs
set_output_delay [expr $clk_period * $clk_io_pct] -clock clk0 [all_outputs]
==> flow_summary.json <==
{
  "numClockSinks": 72,
  "detail_route.first_pass.iterations": 4,
  "setup_viol_count_final": 0,
  "rr_worst_depth": 7,
  "yosys_warnings": 3,
  "flow.area_growth_from_synthesis_pct": 34.6,
  "vias_per_cell": 5.04,
  "floorplan.rows": 29,
  "hold_start": "cs.second_counter[27]",
  "synth_flop_count": 72,
  "post_synth_main_area_contributors": "edfxtp_1 30%, dfxtp_1 20%, dfrtn_1 6.2%",
  "synth.yosys.num_cells": 274,
  "timing.reg2reg.setup_slack_ns": 5.16,
  "fraction_of_the_core_area_occupied_by_cells_at_floorplan_pct": 51.5,
  "yosys-top-cells-count": "32 x dfxtp_1, 32 x edfxtp_1, 21 x nor2_1",
  "arrival_ns": 3.48,
  "postPlaceCellArea_um2": 3970,
  "drt_iter0_markers": 95,
  "drive_above_1_share_pct": 10.9,
  "clock-skew-final_ns": 0.0759,
  "route.antenna.diode_count": 0,
  "area_of_all_placed_cells_without_fillers_um2": 4380,
  "openroad.warnings": 91,
  "routed_wirelength_um": 6780,
  "count_of_flip_flops_with_a_built_in_enable_after_synthesis": 32,
  "detailedPlacementHpwl_um": 4650,
  "status": "finished clean",
  "setup_fix_bufs_post_cts": 0,
  "filler_cell_count": 467,
  "syn_area_um2": 3250,
  "clock_tree.root_cell": "clkbuf_8",
  "postSynthCellCount": 274,
  "dieArea_um2": 6840,
  "placed_cells": 409,
  "synth-area-yosys_um2": 3250,
  "finalWeightedCongestion": 0.818,
  "cap_violations": 0,
  "worst_hold_path.num_cells": 1,
  "cellPowerDensity_nw_per_um2": 223,
  "grt_start_max_net_pins": 21,
  "cp_data_required_time_ns": 3.84,
  "ant_nets": 0,
  "setup.worst_path.start_class": "primary input",
  "timing.slew.headroom_pct": 63.7,
  "insertion_delay_ns": 0.41,
  "regToRegEndpoint": "pf.PC[6]",
  "design.core.area_um2": 6310,
  "synth-async-reset-ratio_pct": 11.1,
  "cellInternalPower_mw": 0.677,
  "grt_pass1_vias": 2356,
  "postCtsHoldBufs": 0,
  "cp-end-kind": "flip-flop",
  "power_frac_seq_pct": 47.0,
  "critical_path_class": "in2reg",
  "power.ir.vdd_worst_mv": 0.146,
  "power_mw": 0.976,
  "grt_antenna_before_repair": 0,
  "io-pin-count": 64,
  "synth.top_cell.area_share_pct": 29.5,
  "synth-seq-area-share_pct": 55.4,
  "clock_power_share_pct": 43.6,
  "synthDominantAreaCellType": "edfxtp_1",
  "holdPathEnd": "cs.second_counter[27]",
  "htreeDepth": 3,
  "cts_tree": "done",
  "grt_setup_unrepaired": "false",
  "tritoncts.num_buffers": 9,
  "finalNonFillerCells": 488,
  "timing.critical_path.fanout_max": 3,
  "holdCritPathClass": "reg2reg",
  "io_buffers": 63,
  "layout_utilization_pct": 69.4,
  "avgSynthCellArea_um2": 11.9,
  "final-max-slew-violation-count": 0,
  "transition_time_at_the_pin_with_the_least_slew_margin_ns": 0.541,
  "via_count": 2460,
  "setup_total_negative_slack_ns": 0,
  "detail_route.drc_violations": 0,
  "grtUsageTotal_pct": 21.3,
  "ctsResizeCount": 0,
  "die_height_um": 82.7,
  "fp.dieW_um": 82.7,
  "total_switching_power_mw": 0.299,
  "globalRoute.totalOverflow": 0,
  "grt_first_pass_wirelength_um": 10500,
  "sw_frac_of_total_pct": 30.6,
  "comb_power_share_pct": 9.3,
  "ys.flop_type": "edfxtp_1",
  "cts.path.max_buffers": 2,
  "p_leak_nw": 1.93,
  "report.final.hold_viol_count": 0,
  "regToRegStartpoint": "cs.second_counter[1]",
  "worst_setup_hold_path_clk_slew_ns": 0.06,
  "route.detailed.wl_per_inst_um": 13.9,
  "yosysUniqueCellTypes": 50
}
## cell usage in the layout (no fill, tap or decap), drive strengths merged, types with 3 or more instances in the layout
cell type,n
and3,7
nor3,9
mux2,12
a21oi,3
dfxtp,32
mux2i,8
nor4,11
inv,77
o21ai,5
edfxtp,32
dfrtn,8
and4,4
xnor2,17
nand2,18
nand4,7
nor3b,3
nand3,13
nor2,21
buf,7
xor2,18
and3b,3
ha,3
clkbuf,9
clkdlybuf4s50,63
## kinds of logic after synthesis
group	synth area share, %
xor gates and xnor gates	9.42
AOI/OAI and AO/OA	4.04
buffers and inverters	2.77
and+or+nand+nor	20.6
muxes	6.61
DFF	55.4
adders and majority gates	1.15
## power by group through the flow
stage | registers (mW) | logic [mW] | clock network (mW)
after global routing | 0.460 | 0.101 | 0.492
final | 0.459 | 0.0911 | 0.426
after CTS | 0.458 | 0.0923 | 0.444
## flip-flops by register name, indices dropped and copies added, names as in the netlist
name,cells
rf.R2,8
cs.second_counter,32
rf.R3,8
rf.R0,8
pf.PC,8
rf.R1,8
## cell type report
class	instances	area [um2]	share of cell area, %
flip-flops and latches	72	1800	41.1
multi-input cells	183	1360	31.1
repair buffers	70	683	15.6
clock inverters	71	292	6.65
clock buffers	9	124	2.83
well taps	77	96.3	2.20
inverters	6	22.5	0.514
## through the flow
step	setup WS, ns	hold WS [ns]
after global routing	0.269	0.485
after CTS	0.361	0.471
after detailed placement	0.0115	0.462
after floorplan	0.369	0.444
final	0.359	0.474
after global placement	0.0574	0.469
## metal layers
metal  up-vias  track usage, %  share of wire (%)
li1       1257               -                  -
met1      1120            31.8                 48
met2        71            30.8                 44
met3        12            6.91                5.9
met4         0            6.90                1.9
met5         -               0                  0
## worst max-delay path, stage by stage
cell and delay, ns:
clkdlybuf4s50_1 0.42, nand2b_1 0.18, xnor2_1 0.14, ha_1 0.23, nand3_1 0.13, o211a_1 0.18
mux2_2 0.34, and3b_1 0.18, o31a_1 0.22
## worst max path at each step
stage     startpoint        to  cells after the start
5_1_grt         M[1]  pf.PC[6]                      9
4_1_cts         M[1]  pf.PC[6]                      9
6_report        M[1]  pf.PC[6]                      9
Power figures rest on the tool's default switching activity, not on a simulated workload.
