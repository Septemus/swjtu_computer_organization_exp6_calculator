$ cat design.v
module exp4(
	input clk,
	input [2:0]S,
	input cin,
	input [15:0] operators,
	output exceed,
	output [15:0] ans,
	output [7:0] X,
	output [7:0] Y,
	output [7:0] alu_res
);
midware mw(operators,X,Y,clk);
assign N={X,Y,ans};
assign alu_res=ans[7:0];
manipulate man(clk,S,X,Y,cin,ans,exceed);
endmodule
module manipulate(
	input clk,
	input [2:0]S,
	input [7:0]X,
	input [7:0]Y,
	input cin,
	output reg[15:0]ans,
	output reg exceed
	);
	initial
	begin
		ans<=8'h00;
	end
	always@(posedge clk)
	begin
			case(S)
				3'b000:ans<=16'b0000_0000_0000_0000;
				3'b001:ans<={8'b0000_0000,X&Y};
				3'b010:ans<={8'b0000_0000,X|Y};
				3'b011:ans<={8'b0000_0000,X^Y};
				3'b100:
				begin 
					ans<=X+Y+(cin?1'b0:1'b1);
				end
				3'b101:ans<={8'b0000_0000,X[6:0],1'b0};
				3'b110:ans<={8'b0000_0000,1'b0,X[7:1]};
				3'b111:ans<={8'b0000_0000,((X>>7)&1)?1:0,X[7:1]};
			endcase
	end
	always@(posedge clk)
	begin
		if(S==3'b100)
		begin
			if( ans[8]^ans[7] ) exceed<=1;
			else exceed<=0;
		end
		else exceed<=0;
	end
endmodule
module midware(
	input [15:0]key_out,
	output reg [7:0] X,
	output reg [7:0] Y,
	input clk
);
	always@(posedge clk)
	begin
		X<=key_out[15:8];
		Y<=key_out[7:0];
	end
endmodule
$ cat run.sh
#!/bin/bash
# OpenROAD 26Q1-2900-gdf79404cd8, Yosys 0.63+post, stock flow scripts
make -C /OpenROAD-flow-scripts/flow DESIGN_CONFIG=/design/flow/config.mk WORK_HOME=/design/flow/orfs finish
$ cat config.mk
export PLATFORM = sky130hd
export DESIGN_NAME = exp4
export DESIGN_NICKNAME = exp4
export VERILOG_FILES = /design/flow/design.v
export SDC_FILE = /design/flow/constraint.sdc
export NUM_CORES = 4
export LEC_CHECK = 1
export CORE_UTILIZATION = 30
$ cat constraint.sdc
current_design exp4

set clk_period 3.2
set clk_io_pct 0.2

create_clock -name clk0 -period $clk_period [get_ports {clk}]

set non_clock_inputs [all_inputs -no_clocks]
set_input_delay [expr $clk_period * $clk_io_pct] -clock clk0 $non_clock_inputs
set_output_delay [expr $clk_period * $clk_io_pct] -clock clk0 [all_outputs]
==> deck_impl_summary.md <==
Flow Results at a Glance

Pwr
  – VDD IR-drop max: 150 uV
  – Leakage Power: 1.04 nW
  – PwrDens: 361 nW/um2
  – Switching share of power: 0.283
  – Power share of the combinational group: 0.318
  – Total power draw: 846 uW
  – Share of total power in sequential cells: 0.448
  – Internal power: 607 uW
  – Share of power burned in the clock network: 0.234
  – Switching Power: 240 uW

Final timing
  – Total count of max-transition violations in the final report: 0
  – Minimum clock period: 2.31 ns
  – Total setup violations reported at the end of the flow: 0
  – Fmax: 432 MHz
  – Share of the cycle needed by the critical path after routing: 0.723
  – Setup repair after global routing missed its margin: false
  – Final-layout setup total negative slack: 0 ns
  – Number of hold violations in the final report: 0
  – Fin Clk Skew: 0.00255 ns

CTS
  – TritonCTS Sinks: 27
  – H-tree levels: 1
  – Maximum root-to-sink buffer count: 2
  – Clock tree from TritonCTS: yes
  – CTS Hold Bufs: 0
  – Post-CTS setup-driven buffer insertion count: 0
  – Latest clock arrival within the worst-skew pair: 0.27 ns
  – Number of CTS-inserted buffers: 3
  – Clock tree root buffer cell: clkbuf_8
  – Clock transition time at the flip-flop clock pins of the worst setup and hold paths: 0.10 ns
  – Cell resize tally after clock tree synthesis: 0

Die
  – Core utilization before placement: 0.320
  – Core Footprint: 5640 um2
  – I/O pin cnt: 62
  – Height of the die: 79.5 um
  – Floorplan die width: 79.5 um
  – Floorplan die area: 6320 um2
  – Core Rows: 27

Detailed routing
  – Number of antenna-violating nets in the routed design: 0
  – Drt first-iter violations: 57
  – Post-detailed-route wirelength per cell: 11.6 um
  – Detailed Route WL: 3.72 mm
  – Number of DRC violations after detailed routing: 0
  – Diodes inserted: 0
  – Avg Vias per Cell: 4.46
  – Via count: 1422
  – Number of detailed-routing iterations run before antenna repair: 4

Synth
  – Ys async rst share: 0
  – Count of yosys warnings during synthesis: 3
  – Area contributors post-synth: dfxtp_1 (30%), ha_1 (12%), buf_4 (5.8%)
  – Area of the synthesized netlist per yosys stat: 1800 um2
  – Synthesized registers: 27
  – Cell total in the yosys stat output: 203
  – Proportion of netlist area held by the largest area contributor: 0.300
  – Cell type with the largest total area: dfxtp_1
  – Most used standard cell by instance count after synthesis: dfxtp_1
  – Distinct lib cells: 47
  – Sequential fraction of the synthesis area: 0.300
  – Most used flip-flop cell after synthesis: dfxtp_1
  – List of most frequent post-synthesis cells: dfxtp_1 (27), inv_1 (22), ha_1 (18)
  – Syn Inst Count: 203
  – Post-synthesis instance area: 1800 um2
  – Avg Inst Size Synth: 8.88 um2
  – Count of library flops with an enable pin: 0

Worst setup path
  – Reg-to-reg startpoint: mw.X[0]
  – Crit. End Element: flop
  – Setup slack on the worst flop-to-flop path: 0.89 ns
  – Worst-path maximum fanout: 5
  – Worst endpoint required time: 3.40 ns
  – Timing startpoint of the critical path: mw.X[0]
  – CP startpoint kind: flop
  – Arrival time worst endpoint: 2.52 ns
  – Class of the most critical setup path: flop to flop

Status
  – Outcome: finished, final reports clean

Place
  – Final weighted congestion in routability-driven placement: 0.836
  – Post-DP HPWL: 2.90 mm
  – I/O Buffers: 55

Global route
  – Initial antenna violation count: 0
  – GRT Util Overall: 0.127
  – Congestion Overflow GR: 0
  – Maximum number of pins on one net before global-route repair: 21
  – Vias in the first global route: 1310
  – First-pass GRT wire length: 6.33 mm

Cells and area
  – Share of post-route cells with drive strength above 1: 0.0769
  – Synthesis-to-layout area growth: 30.1%
  – Gate Area: 1010 um2
  – Tally of filler cells in the layout: 558
  – Sequential cell area: 541 um2

Min path
  – Worst hold start: man.ans[8]
  – Hold WC Path Type: flop to flop

Run
  – Warning total across the stage logs: 33
  – Max Cap Viol: 0
-- per-layer routing --
layer  track usage  wire [um]  vias up
met1         0.211       1940      618
met2         0.181       1610       38
met3        0.0116        126        4
met4        0.0145         42        0
li1              -          -      762
met5             0          0        -
-- power groups by stage --
stage / Sequential, mW / Combinational (mW) / Clock (mW)
4_1_cts: 0.381 / 0.269 / 0.209
6_report: 0.380 / 0.269 / 0.198
5_1_grt: 0.385 / 0.300 / 0.234
-- sequential cells by signal (all words and copies together), names as in the netlist --
register / flops
man.ans: 10
mw.Y: 8
mw.X: 8
man.exceed: 1
-- cells by family (layout without fill, tap and decap cells) --
kind of cell / after synthesis / count (layout) / synth area share
compound gates: 47 / 47 / 0.172
xor+xnor: 12 / 12 / 0.0701
flops: 27 / 27 / 0.300
simple gates: 44 / 44 / 0.127
fa+ha+maj: 19 / 19 / 0.136
buf+inv: 45 / 84 / 0.148
other cells: 1 / 6 / 0.00208
mux: 8 / 8 / 0.0444
-- layout by cell type, fill, tap and decap left out, types with 3 or more instances in the layout --
cell / synthesis / layout
a21oi_1: 17 / 17
a221oi_1: 3 / 3
and3_1: 3 / 3
buf_4: 14 / 3
clkbuf_8: 1 / 3
clkdlybuf4s50_1: 0 / 55
conb_1: 1 / 6
dfxtp_1: 27 / 27
ha_1: 18 / 18
inv_1: 22 / 22
mux2i_1: 8 / 8
nand2_1: 8 / 8
nand3_1: 3 / 3
nor2_1: 14 / 14
nor2b_1: 3 / 3
o21ai_0: 10 / 10
o22ai_1: 5 / 5
xnor2_1: 7 / 7
xor2_1: 3 / 3
-- layout make-up --
class	instances	area share
Multi-Input combinational cell	136	0.432
Tap cell	72	0.0384
Clock buffer	3	0.0176
Timing Repair Buffer	58	0.244
Inverter	22	0.0352
Clock inverter	1	0.00213
Sequential cell	27	0.230
-- worst max-delay path: stages, from the launching register on --
cell      delay, ns
dfxtp_1        0.34
ha_1           0.27
fa_1           0.43
a211oi_2       0.22
nor2_2         0.09
xnor2_2        0.26
nand3_2        0.12
xnor3_1        0.36
o221ai_2       0.15
-- metrics by stage --
step                cell area (um2)   util  hold slack (ns)  worst slack, ns  cells
floorplan                      1820      -            0.454             1.06    208
CTS                            2350  0.416            0.551            0.881    319
global route                   2350  0.416            0.597            0.760    319
finish                         2350  0.416            0.534            0.886    319
detailed placement             2300  0.408            0.521            0.857    315
global placement               2300  0.408            0.525            0.882    315
-- worst paths after layout --
check                     to  cells after the start
hold / removal    man.exceed                      2
setup reg to reg  man.ans[6]                      8
setup / recovery  man.ans[6]                      8
hold reg to reg   man.exceed                      2
Power figures rest on the tool's default switching activity, not on a simulated workload.
